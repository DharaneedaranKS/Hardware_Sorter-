File: run.sh
#!/bin/bash
# OpenROAD 26Q1-2900-gdf79404cd8, Yosys 0.63+post, stock flow scripts
make -C /OpenROAD-flow-scripts/flow DESIGN_CONFIG=/design/flow/config.mk WORK_HOME=/design/flow/orfs finish
File: config.mk
export PLATFORM = sky130hd
export DESIGN_NAME = serial_sorter
export DESIGN_NICKNAME = serial_sorter
export VERILOG_FILES = /design/flow/design.v
export SDC_FILE = /design/flow/constraint.sdc
export NUM_CORES = 4
export LEC_CHECK = 1
export CORE_UTILIZATION = 40
export SYNTH_HDL_FRONTEND = slang
File: constraint.sdc
current_design serial_sorter

set clk_period 3.3
set clk_io_pct 0.2

create_clock -name clk0 -period $clk_period [get_ports {clk}]

set non_clock_inputs [all_inputs -no_clocks]
set_input_delay [expr $clk_period * $clk_io_pct] -clock clk0 $non_clock_inputs
set_output_delay [expr $clk_period * $clk_io_pct] -clock clk0 [all_outputs]
File: design.v
module serial_sorter #(
    parameter WIDTH = 8,
    parameter NUM_NODES = 8
)(
    input  wire             clk,
    input  wire             rst_n,
    input  wire             load_en,
    input  wire [WIDTH-1:0] data_in,
    input  wire             clear,
    output wire             out_vld,
    output wire [WIDTH-1:0] data_out [NUM_NODES:0],
    output wire [$clog2(NUM_NODES)-1:0] idx_out [NUM_NODES:0]
);
    wire [WIDTH-1:0] right_wires [NUM_NODES:0]; 
    logic [$clog2(NUM_NODES)-1:0] index [NUM_NODES:0];
    logic [$clog2(NUM_NODES)-1:0] idx;  
    logic keep_running;
    logic [$clog2(NUM_NODES):0] tmr;
    assign right_wires[0] = data_in;         
    assign data_out[NUM_NODES] = {WIDTH{1'b1}};
    assign index[0] = idx;
    assign out_vld = &tmr;
    genvar i;
    generate
        for (i = 0; i < NUM_NODES; i = i + 1) begin : nodes
            sort_node_act #(
                .WIDTH(WIDTH),
                .MAX_VAL({WIDTH{1'b1}}),
                .NUM_NODES(NUM_NODES)
            ) nodes (
                .clk(clk),
                .rst_n(rst_n),
                .clear(clear),
                .mode_load(keep_running|load_en),
                .idx_in(index[i]),
                .idx_out(index[i+1]),
                .my_idx(idx_out[i]),
                .val_in_left  (right_wires[i]),
                .val_out_left (data_out[i]),
                .val_in_right (data_out[i+1]),
                .val_out_right(right_wires[i+1])
            );
        end
    endgenerate
    always_ff @(posedge clk or negedge rst_n) begin
        if (!rst_n) begin
            idx <= 0;
            keep_running <= 0;
            tmr <= 0;
        end
        else if (clear) begin
            idx <= 0;
            keep_running <= 0;
            tmr <= 0;
        end
        else if (load_en) begin
            idx <= idx + 1;
            keep_running <= 1;
            tmr <= tmr + 1;
        end
        else begin
            tmr <= keep_running ? tmr + 1 : 0;
            keep_running <= tmr > 0;
        end
    end
endmodule
module sort_node_act #(
    parameter WIDTH = 8,
    parameter MAX_VAL = 8'hFF,  
    parameter NUM_NODES = 8
)(
    input  logic             clk,
    input  logic             rst_n,
    input  logic             mode_load,
    input  logic             clear,
    input  logic [$clog2(NUM_NODES)-1:0] idx_in,
    output logic [$clog2(NUM_NODES)-1:0] idx_out,
    output logic [$clog2(NUM_NODES)-1:0] my_idx,
    input  logic [WIDTH-1:0] val_in_left,
    output logic [WIDTH-1:0] val_out_left,
    input  logic [WIDTH-1:0] val_in_right,
    output logic  [WIDTH-1:0] val_out_right
);
    logic [WIDTH-1:0] L_reg;
    logic [$clog2(NUM_NODES)-1:0] L_idx;
    logic [WIDTH-1:0] R_reg;
    logic [$clog2(NUM_NODES)-1:0] R_idx;
    assign val_out_left = L_reg;
    assign val_out_right = R_reg;
    assign idx_out      = R_idx;
    assign my_idx       = L_idx;
    always_ff @(posedge clk or negedge rst_n) begin
        if (!rst_n) begin
            L_reg         <= MAX_VAL;
            L_idx         <= 0;
            R_reg         <= MAX_VAL;
            R_idx         <= 0;
        end else if (clear) begin
            L_reg         <= MAX_VAL;
            L_idx         <= 0;
            R_reg         <= MAX_VAL;
            R_idx         <= 0;
        end else begin
            if (mode_load) begin
                if (val_in_left <= L_reg) begin
                    L_reg         <= val_in_left;
                    L_idx         <= idx_in;
                    R_reg          <= L_reg;
                    R_idx          <= L_idx;
                end else begin
                    R_reg       <= val_in_left;
                    R_idx       <= idx_in;
                end
            end 
        end
    end
endmodule
==> impl_metrics.yaml <==
# flow metrics
clock_network:
  clk_latency_ns: 0.43
  cts_resized: 0
  postCtsSetupBuffers: 0
  cts_tree: "done"
  path_clk_slew_ns: 0.07
  cts.sinks: 173
  clockBufferDepth: 2
  root_buffer: "clkbuf_16"
  ctsHoldBuffers: 0
  htree_levels: 4
  cts_made_buffers: 17
critical_path:
  cp_slowest_stage_delay_ns: 0.54
  path_class: "flop to flop"
  crit_chain: "inv_1, ha_1, a211oi_1, nor2_1, or2_2, o21ai_2, nor2_1, a221o_1"
  crit_path_end_kind: "flop"
  cp.buffers_inverters: 1
  start_kind: "flop"
  crit_family: "AND-OR/OR-AND gates"
  crit-reg2reg-launch: "nodes[1].nodes.val_out_left[5]"
  worstPathRequired_ns: 3.60
  crit_start: "nodes[1].nodes.val_out_left[5]"
  slowest_stage: "dfstp_2"
  cp_common_cell: "nor2_1"
  arrival_ns: 2.90
  path_max_fanout: 12
power:
  power.density_mw_per_mm2: 458.5
  total_power_mw: 5.401
  irDropWorstVdd_v: 0.0003119
  p_leak_nw: 5.088
placed_design:
  portBuffers: 100
  place_hpwl_um: 16820
  dp_cells: 1498
  place_ws_ns: 0.3488
  gp_congestion: 0.8435
  placed_area_mm2: 0.01122
final_timing:
  fmax_mhz: 385.8
  maxSlewHeadroom_pct: 59.03
  post-route-period-util_pct: 78.54
  setup-tns-final_ns: 0
  max_slew.worst_pin.slew_ns: 0.6104
  rsz0062_at_grt: "no"
  hold_viol: 0
  post-route-worst-setup-slack_ns: 0.7082
  slew_violations: 0
  finalCriticalPeriod_ns: 2.592
  whs_ns: 0.2009
  setup_viol: 0
  clock_skew_ns: 0.01118
synthesis:
  ys.warnings.count: 3
  ys_cells: 1117
  syn_avg_cell_area_um2: 8.954
  ys_area_mm2: 0.01000
  synth_area_leader_cell: "dfstp_2"
  ys.flop_type: "dfstp_2"
  top_cell_area_share_pct: 31.52
  edf_count: 0
  netlist_area_mm2: 0.01000
  synthTopCellsByArea: "dfstp_2 (32%), dfrtp_1 (13%), nor3_1 (8.5%), ha_1 (8.4%), a21oi_1 (7.1%)"
  ys_seq_share_pct: 44.78
  ys_ff: 173
  ys_types: 50
  syn_inst: 1117
  async_flop_share_pct: 100.0
drt:
  postRouteAntennaNets: 0
  first_pass_iters: 5
  routed_wl_um: 24610
  wl_per_cell_um: 16.08
  vias: 8270
  antenna_cells: 0
  drt_iter0_drc: 499
  drc: 0
  avgViaCountPerCell: 5.405
grt:
  grt_pass1_wl_um: 41250
  grt_max_degree: 117
  overflow: 0
  grtUsageTotal_pct: 20.50
  antenna_found_initial: 0
  grt_pass1_vias: 7744
final_layout:
  fin_area_mm2: 0.01178
  area_growth_pct: 17.76
  layout-drive-gt1-share_pct: 17.83
  final_util_pct: 48.29
  final_cells: 1530
floorplan:
  die_x_um: 160.1
  fp_util_pct: 41.01
  num_rows: 57
  die_h_um: 160.1
  fp.coreArea_mm2: 0.02439
  ios: 112
  fp.dieArea_mm2: 0.02564
job:
  drv_cap: 0
  warnings: 28
run_status:
  status: "completed"
hold_path:
  min_path_type: "primary input to asynchronous set/reset pin"
cells in the mapped netlist, drive strengths merged (8+ instances only):
cell and number:
a2111oi 8, a211oi 37, a21oi 144, a221o 18, and2 18, buf 53
clkbuf 29, dfrtp 53, dfstp 120, ha 67, inv 68, nand2 71
nand3 19, nand4 15, nor2 130, nor2b 8, nor3 173, o211ai 8
o21a 8, o21ai 16, or2 15
flip-flops by register name, summed over array words and instances (netlist names):
register / flops
nodes.nodes.val_out_right: 56
tmr: 4
nodes.nodes.idx_out: 21
nodes.nodes.my_idx: 24
idx: 3
keep_running: 1
nodes.nodes.val_out_left: 64
cell usage in the layout (no fill, tap or decap), types with 8 or more instances in the layout:
| cell | Yosys | layout |
|---|---|---|
| nand3_1 | 19 | 19 |
| nor3_1 | 169 | 169 |
| conb_1 | 2 | 11 |
| dfrtp_1 | 53 | 53 |
| nor2_1 | 129 | 129 |
| inv_1 | 68 | 68 |
| clkdlybuf4s50_1 | 0 | 98 |
| ha_1 | 67 | 67 |
| nor2b_1 | 8 | 8 |
| o21ai_0 | 9 | 9 |
| clkbuf_16 | 0 | 17 |
| nand4_1 | 15 | 15 |
| dfstp_2 | 120 | 120 |
| nand2_1 | 71 | 71 |
| a211oi_1 | 36 | 36 |
| or2_2 | 11 | 11 |
| buf_4 | 23 | 27 |
| and2_1 | 18 | 18 |
| a21oi_1 | 141 | 141 |
| a221o_1 | 18 | 18 |
layer usage:
layer / vias up / wire (µm) / share of wire (%) / track usage, %
met5: - / 0 / 0 / 0
met1: 3964 / 11800 / 48 / 33.34
met4: 0 / 189 / 0.77 / 1.515
met3: 10 / 1097 / 4.5 / 2.965
met2: 194 / 11520 / 47 / 31.36
li1: 4102 / - / - / -
cell type report:
class                   count  area, µm²
repair buffers            130       1266
fillers                  2266      12610
clock inverters            15      136.4
inverters                  68      255.2
clock buffers              17      425.4
multi-input cells         803       4811
flip-flops and latches    173       4479
well taps                 324      405.4
power by group:
part           internal, mW  switching [mW]
clock                  1.05           0.906
combinational         0.381           0.748
sequential             2.23          0.0855
total                  3.66            1.74
logic make-up (layout without fill, tap and decap cells):
group                    count (synthesis)  after routing  synth area share [%]
buffers and inverters                  150            230                 7.556
flip-flops                             173            173                 44.78
multiplexers                             7              7                0.7006
AND-OR/OR-AND                          254            254                 16.54
XOR/XNOR                                 4              4                0.3503
AND/OR/NAND/NOR                        460            460                 21.62
adder cells (fa/ha/maj)                 67             67                 8.381
other                                    2             11               0.07508
final timing paths:
check	to	slack, ns	cells past startpoint
max in group asynchronous	nodes[7].nodes.val_out_left[4]	2.29	2
worst min-delay path	nodes[2].nodes.my_idx[0]	0.20	1
min in group clk0	tmr[0]	0.49	1
worst max-delay path	nodes[1].nodes.idx_out[0]	0.71	8
worst max register to register	nodes[1].nodes.idx_out[0]	0.71	8
worst min register to register	tmr[0]	0.49	1
Power and IR drop assume default switching activity.
